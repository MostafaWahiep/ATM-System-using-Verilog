==> design/flow/design.v <==
`timescale 1ns / 1ps
module MainModule(
    input clk,
	input rst,
    input [3:0] Pin,
	input [5:0] WithDraw_Amount,
	input [4:0] Deposit_Amount,
	input [1:0] Operation,
	output reg[7:0] FinalBalance, CB, 
	input IC , LC ,Ex, goMain	  
    );
reg [3:0] pin_number = 4'b1101;	  
reg [7:0] balance = 8'd50;
reg [3:0] next_state;
reg [3:0] current_state;
reg [1:0] Counter = 2'b00;
reg [1:0] op;
reg	VP= 1'b0,BC= 1'b0, EA =1'b0, GM=1'b0;  
parameter  IDLE = 4'b0000,
			S1  = 4'b0001,
			S2  = 4'b0010,
			S3  = 4'b0011,
			S4  = 4'b0100,
			S5  = 4'b0101,
			S6  = 4'b0110,
			S7  = 4'b0111,
			S8  = 4'b1000,
			S9  = 4'b1001,
			reset = 4'b1111;	
always @( posedge clk or posedge rst)
	begin
		if (rst)
			begin
				current_state <= reset;
			end
		else	current_state <= next_state;
	end
always@(*)
	begin
		CB = balance;
		case (current_state)
			IDLE:	if(IC) next_state = S1;
					else next_state = IDLE;
			S1: if(LC) next_state = S2;
				 else next_state = S1;
			S2: 
				begin
					if(Ex)next_state = reset;
					else next_state = S2;
					if(Pin==pin_number) VP = 1'b1;
					else VP = 1'b0;
					if(VP) 
						begin 
						next_state = S3; 				
						end
					else 
						begin
							Counter = Counter + 1'b1;
							next_state = S2;  
							if(Counter == 2'b11)
								next_state = reset;
						end
				end
			S3:					    
				begin
					#1;
					op = Operation;  
					if(op == 2'b00) next_state = S4;
					else if(op == 2'b01) next_state = S5;
					else if(op == 2'b10) next_state = S6;
					else next_state = reset;
				end
			S4:
				begin
					if(goMain)next_state = S3;
					else 
					begin
						if(WithDraw_Amount > 0) EA = 1'b1; 
						else EA = 1'b0;
						if(EA) next_state = S7;
						else next_state = S4;
					end 
				end
			S5:
				begin
					if(Deposit_Amount > 0) EA = 1'b1; 
					else EA = 1'b0;
					if(EA)next_state = S8;
					else next_state = S5;
				end
			S6:
				begin
					FinalBalance = balance;
					next_state = S3;
				end
			S7:
				begin
					if(WithDraw_Amount <= balance) BC = 1'b1;
					else BC = 1'b0;
					if(BC) next_state = S9;
					else next_state = S4;
				end
			S8: 
				begin
					balance = balance + Deposit_Amount;
					next_state = S3;
				end
			S9:
				begin
					balance = balance - WithDraw_Amount;
					next_state = S3;  
				end
			reset:
				begin
					next_state = IDLE;
					VP = 1'b0; BC= 1'b0; EA =1'b0; GM=1'b0;
					Counter = 2'b00;
					balance = 50;
					FinalBalance = 8'b0;
				end
			default:
				begin
					next_state = reset;
					FinalBalance = 8'b0;
				end
		endcase
	end
endmodule
==> design/flow/run.sh <==
#!/bin/bash
# OpenROAD 26Q1-2900-gdf79404cd8, Yosys 0.63+post, stock flow scripts
make -C /OpenROAD-flow-scripts/flow DESIGN_CONFIG=/design/flow/config.mk WORK_HOME=/design/flow/orfs finish
==> design/flow/config.mk <==
export PLATFORM = sky130hd
export DESIGN_NAME = MainModule
export DESIGN_NICKNAME = MainModule
export VERILOG_FILES = /design/flow/design.v
export SDC_FILE = /design/flow/constraint.sdc
export NUM_CORES = 4
export LEC_CHECK = 1
export CORE_UTILIZATION = 30
==> design/flow/constraint.sdc <==
current_design MainModule

set clk_period 1.6
set clk_io_pct 0.2

create_clock -name clk0 -period $clk_period [get_ports {clk}]

set non_clock_inputs [all_inputs -no_clocks]
set_input_delay [expr $clk_period * $clk_io_pct] -clock clk0 $non_clock_inputs
set_output_delay [expr $clk_period * $clk_io_pct] -clock clk0 [all_outputs]
==> results_dict.tcl <==
# flow metrics
set metrics [dict create \
    cts_buffer_depth 2 \
    yosys_area_mm2 0.00142 \
    cts_hold_buf 0 \
    fp_util 0.318 \
    slew_headroom 0.565 \
    synth_cell_types 35 \
    die_h_um 70.7 \
    untimed_endpoints 34 \
    hpwl_um 2710 \
    regToRegStartpoint "current_state[3]" \
    comb_area_um2 885 \
    syn-mean-instance-area_um2 8.74 \
    startpoint "WithDraw_Amount[0]" \
    vias_per_cell 4.79 \
    root_buffer "clkbuf_8" \
    ff_type "dlxtn_1" \
    ff_latch_area_um2 547 \
    io_pins 39 \
    drive_above_1_share 0.187 \
    syn_area_mm2 0.00142 \
    synthCells 162 \
    first_pass_iters 20 \
    drt-initial-drc-count 65 \
    cts_tree "done" \
    finClkSkew_ns 0.00113 \
    unclocked_pins 18 \
    grtUsageTotal 0.138 \
    dpl.cell_count 265 \
    grt_max_degree 13 \
    hold_violations 0 \
    crit_required_ns 1.72 \
    fin_cells 271 \
    clock_latency_ns 0.23 \
    ys_ff 29 \
    ant_nets 0 \
    path_clk_slew_ns 0.05 \
    drv_cap 0 \
    core_mm2 0.00444 \
    rows 24 \
    htree_levels 1 \
    worstSetupStartpointType "input port" \
    globalRouteOverflowTotal 0 \
    tool_warnings 29 \
    wl_per_cell_um 12.2 \
    io_buffers 37 \
    tightest_slew_ns 0.647 \
    nFillCells 439 \
    yosys_warnings 19 \
    worstPathArrival_ns 1.70 \
    cp-end-kind "flip-flop" \
    ys_cells 162 \
    grt_pass1_vias 1198 \
    design.die.area_mm2 0.00500 \
    chipWidth_um 70.7 \
    remaining_drc_errors 0 \
    whs_ns 0.379 \
    path_class "in2reg" \
    vias 1298 \
    fmax_mhz 631 \
    grt_pass1_wl_um 5450 \
    antenna_cells 0 \
    wl_um 3320 \
    fin_crit_sh 0.990 \
    place_congestion 0.896 \
    setup_viol 0 \
    path_max_fanout 2 \
    hp-class "in2async" \
    antenna_found_initial 0 \
    synth-edff-count 0 \
    status "completed" \
    cts_buffers 3 \
    period_minus_slack_ns 1.58 \
    area_growth_pct 49.7 \
    rsz0062_at_grt "yes" \
    synthArstFlopShare 0.379 \
    maxSlewViolCount 0 \
]
[layout make-up]
cell class                      count  share of cell area
Inverter                           16              0.0284
Timing Repair Buffer               55               0.243
Clock buffer                        3              0.0195
Clock inverter                      1             0.00236
Multi-Input combinational cell    115               0.418
Sequential cell                    29               0.258
Tap cell                           52              0.0307
[metal layers]
layer / GRT usage / share of wire
met5: 0 / 0
met4: 0.00444 / 0
met3: 0.0145 / 0.043
met2: 0.204 / 0.43
met1: 0.236 / 0.53
[critical path, cell delays in order]
cell	delay, ns
buf_6	0.10
ha_4	0.15
fa_2	0.39
inv_2	0.07
a211oi_2	0.06
o21ai_2	0.19
nor4_4	0.07
a221o_1	0.35
[cells in the final DEF, fill, tap and decap left out, drive strengths merged, types with 6 or more instances in the layout]
cell,count
o21ai,11
a21oi,6
clkdlybuf4s50,31
dlxtn,18
ha,12
buf,19
nand2,14
nand3,8
xor2,7
dfrtp,10
nor2,9
and2,8
inv,16
[path summary, 6_finish.rpt]
kind | endpoint | slack, ns | cells past startpoint
hold reg to reg | current_state[9] | 0.52 | 2
max in group asynchronous | current_state[0] | 0.89 | 2
setup / recovery | current_state[3] | 0.02 | 8
setup reg to reg | current_state[3] | 0.63 | 2
min in group clk0 | current_state[10] | 0.44 | 3
hold / removal | current_state[5] | 0.38 | 2
[cells in the mapped netlist (2+ instances only)]
cell type	count	area [µm²]
fa_1	2	40.0
nand3_1	8	40.0
dlxtn_1	18	270
a21o_1	5	37.5
ha_1	12	150
nor4_1	2	12.5
xnor2_1	3	26.3
nor3_1	4	20.0
inv_1	16	60.1
nand2_1	14	52.6
dfrtp_1	10	250
o21ai_0	11	55.1
o211ai_1	2	15.0
xor2_1	7	61.3
nor2b_1	4	25.0
and2_1	8	50.1
a211oi_1	3	22.5
nor2_1	9	33.8
a31oi_1	2	12.5
or4_1	2	15.0
a21oi_1	6	30.0
[kinds of logic after synthesis]
group | Yosys count | share of synthesized area
xor+xnor | 10 | 0.0619
fa+ha+maj | 14 | 0.134
compound gates | 36 | 0.168
latches | 18 | 0.191
flops | 11 | 0.195
buf+inv | 18 | 0.0530
simple gates | 55 | 0.196
[per-stage QoR]
| stage | setup WS (ns) | TNS, ns | area, µm² | utilization |
|---|---|---|---|---|
| after CTS | -0.123 | -0.172 | 2070 | 0.465 |
| after global routing | -0.0336 | -0.0336 | 2120 | 0.477 |
| after detailed placement | -0.585 | -1.34 | 1970 | 0.443 |
| after floorplan | -0.0492 | -0.0492 | 1430 | - |
| after global placement | -0.545 | -1.32 | 1970 | 0.443 |
| final | 0.0164 | 0 | 2120 | 0.477 |
[flip-flops by register name (all words and copies together) (netlist names)]
name,cells
FinalBalance,8
balance,8
current_state,11
Counter,2
[timing repair]
action,4_1_cts,5_1_grt
resized,6,17
setup buffers,1,1
pin swaps,2,7
endpoints found under the setup margin,2,2
